==> flow/design.v <==
module addr_decoder #(
    parameter logic[31:0] BaseAddr = 32'h0000_0000,
    parameter int OffsetWidth = 6
)(
    input logic[31:0] addr,
    output logic[OffsetWidth-1:0] word_offset,
    output logic[1:0] byte_offset,
    output logic addr_in_range
);
    localparam int AddressWidth = OffsetWidth + 2;
    logic[31:AddressWidth] addr_tag;
    assign {addr_tag, word_offset, byte_offset} = addr;
    assign addr_in_range = (addr_tag == BaseAddr[31:AddressWidth]);
endmodule
module ahb_register #(
    parameter int NumWords = 64,                     
    parameter logic[31:0] BaseAddr = 32'h0000_0000   
)(
    input logic h_clk,
    input logic h_reset_n,
    input logic h_sel,
    input logic[1:0] h_trans,
    input logic h_ready,
    input logic[31:0] h_addr,
    input logic h_write,
    input logic[2:0] h_size,
    input logic[3:0] h_wstrb,
    input logic[31:0] h_wdata,
    output logic[31:0] h_rdata,
    output logic h_readyout,
    output logic h_resp
);
    localparam int OffsetWidth = $clog2(NumWords);
    logic req_in;
    logic[OffsetWidth-1:0] word_offset;
    logic[3:0] reg_we;
    logic[31:0] req_addr;
    logic req_write;
    logic[2:0] req_size;
    controller #(NumWords, BaseAddr) ctrl(.clk(h_clk), .reset_n(h_reset_n), .*);
    floper #(32, 0) req_addr_ff(h_clk, h_reset_n, req_in, h_addr, req_addr);
    floper #(1, 0) req_write_ff(h_clk, h_reset_n, req_in, h_write, req_write);
    floper #(3, 0) req_size_ff(h_clk, h_reset_n, req_in, h_size, req_size);
    reg_file #(NumWords) regs(h_clk, h_reset_n, word_offset, h_wdata, reg_we, h_rdata);
endmodule
module controller #(
    parameter int NumWords = 64,
    parameter logic[31:0] BaseAddr = 32'h0000_0000,
    localparam int OffsetWidth = $clog2(NumWords)
)(
    input logic clk,
    input logic reset_n,
    input logic h_sel,
    input logic[1:0] h_trans,
    input logic h_ready,
    output logic h_readyout,
    output logic h_resp,
    input logic[3:0] h_wstrb,
    input logic[31:0] req_addr,
    input logic req_write,
    input logic[2:0] req_size,
    output logic req_in,
    output logic[OffsetWidth-1:0] word_offset,
    output logic[3:0] reg_we
);
    logic[1:0] byte_offset;
    logic addr_in_range, addr_aligned, error;
    logic reg_access, write_en;
    logic[3:0] active_lanes;
    addr_decoder #(BaseAddr, OffsetWidth) adec(req_addr, word_offset, byte_offset, addr_in_range);
    lane_decoder ldec(req_size, byte_offset, active_lanes, addr_aligned);
    assign req_in = h_sel & h_ready & h_trans[1];
    assign error = ~(addr_in_range & addr_aligned);
    controller_fsm fsm(clk, reset_n, req_in, error, h_readyout, h_resp, reg_access);
    assign write_en = reg_access & req_write;
    assign reg_we = active_lanes & h_wstrb & {4{write_en}};
endmodule
module controller_fsm
(
    input logic clk,
    input logic reset_n,
    input logic req_in,
    input logic error,
    output logic h_readyout,
    output logic h_resp,
    output logic reg_access
);
    typedef enum logic[1:0] { ADDRESS = 0, DATA = 1, ERROR = 2 } state_e;
    state_e state, next_state;
    flopr #(2, ADDRESS) state_flop(clk, reset_n, next_state, state);
    always_comb begin
        case (state)
            ADDRESS:
                if (req_in) next_state = DATA;
                else next_state = ADDRESS;
            DATA:
                if (error) next_state = ERROR;
                else if (req_in) next_state = DATA;
                else next_state = ADDRESS;
            ERROR:
                if (req_in) next_state = DATA;
                else next_state = ADDRESS;
            default:             
                next_state = ADDRESS;
        endcase
    end
    always_comb begin
        case (state)
            DATA: begin
                h_readyout = ~error;
                h_resp = error;
                reg_access = ~error;
            end
            ERROR: begin
                h_readyout = 1;
                h_resp = 1;
                reg_access = 0;
            end
            default: begin
                h_readyout = 1;
                h_resp = 0;
                reg_access = 0;
            end
        endcase
    end
endmodule
module floper #(
    parameter int Width = 1,
    parameter logic[Width-1:0] ResetValue = '0
)(
    input logic clk, reset_n, en,
    input logic[Width-1:0] d,
    output logic[Width-1:0] q
);
    always_ff @(posedge clk or negedge reset_n) begin
        if (~reset_n) q <= ResetValue;
        else if (en) q <= d;
    end
endmodule
module flopr #(
    parameter int Width = 1,
    parameter logic[Width-1:0] ResetValue = '0
)(
    input logic clk, reset_n,
    input logic[Width-1:0] d,
    output logic[Width-1:0] q
);
    always_ff @(posedge clk or negedge reset_n) begin
        if (~reset_n) q <= ResetValue;
        else q <= d;
    end
endmodule
module lane_decoder(
    input logic[2:0] h_size,
    input logic[1:0] byte_offset,
    output logic[3:0] active_lanes,
    output logic addr_aligned
);
    typedef enum logic[2:0] { SIZE_BYTE = 0, SIZE_HALFWORD = 1, SIZE_WORD = 2 } size_e;
    always_comb begin
        active_lanes = 4'b0000;
        addr_aligned = 1;
        case (h_size)
            SIZE_BYTE:
                case (byte_offset)
                    2'h0: active_lanes = 4'b0001;
                    2'h1: active_lanes = 4'b0010;
                    2'h2: active_lanes = 4'b0100;
                    2'h3: active_lanes = 4'b1000;
                endcase
            SIZE_HALFWORD:
                case (byte_offset)
                    2'h0: active_lanes = 4'b0011;
                    2'h2: active_lanes = 4'b1100;
                    default: addr_aligned = 0;   
                endcase
            SIZE_WORD:
                case (byte_offset)
                    2'h0: active_lanes = 4'b1111;
                    default: addr_aligned = 0;   
                endcase
            default: addr_aligned = 0;   
        endcase
    end
    task automatic error();
    endtask
endmodule
module reg_file #(
    parameter int NumWords = 64,
    localparam int OffsetWidth = $clog2(NumWords)
)(
    input logic clk, reset_n,
    input logic[OffsetWidth-1:0] offset,
    input logic[31:0] wd,
    input logic[3:0] we,
    output logic[31:0] rd
);
    logic[31:0] regs[NumWords];
    always_ff @(posedge clk or negedge reset_n) begin
        if (~reset_n) begin
            for (int i = 0; i < NumWords; i++)
                regs[i] <= '0;
        end
        else begin
            if (we[0]) regs[offset][7:0] <= wd[7:0];
            if (we[1]) regs[offset][15:8] <= wd[15:8];
            if (we[2]) regs[offset][23:16] <= wd[23:16];
            if (we[3]) regs[offset][31:24] <= wd[31:24];
        end
    end
    assign rd = regs[offset];
endmodule
==> flow/run.sh <==
#!/bin/bash
# OpenROAD 26Q1-2900-gdf79404cd8, Yosys 0.63+post, stock flow scripts
make -C /OpenROAD-flow-scripts/flow DESIGN_CONFIG=/design/flow/config.mk WORK_HOME=/design/flow/orfs finish
==> flow/config.mk <==
export PLATFORM = sky130hd
export DESIGN_NAME = ahb_register
export DESIGN_NICKNAME = ahb_register
export VERILOG_FILES = /design/flow/design.v
export SDC_FILE = /design/flow/constraint.sdc
export NUM_CORES = 4
export LEC_CHECK = 1
export CORE_UTILIZATION = 50
==> flow/constraint.sdc <==
current_design ahb_register

set clk_period 15.3
set clk_io_pct 0.2

create_clock -name clk0 -period $clk_period [get_ports {h_clk}]

set non_clock_inputs [all_inputs -no_clocks]
set_input_delay [expr $clk_period * $clk_io_pct] -clock clk0 $non_clock_inputs
set_output_delay [expr $clk_period * $clk_io_pct] -clock clk0 [all_outputs]
==> results.toml <==
# synthesis and place-and-route metrics
[cells_and_area]
drive_above_1_share_pct = 41.42
most-common-layout-cells = "dfrtp_1 (2,085), mux2_2 (2,072), a22oi_1 (558), buf_4 (265), nand3_1 (254)"
final_core_utilization_pct = 56.75
instances_no_fill = 9484
lay_top_count = "dfrtp_1"
area_growth_pct = 12.22

[clocking]
cts_inserted_buffers = 216
htreeDepth = 4
holdBufCountCts = 0
post-cts-setup-buffers = 0
cts_tree = "built"
cts_root_buf = "clkbuf_16"
clockBufferDepth = 3
insertion_delay_ns = 0.89
clkTransAtPathRegs_ns = 0.07
cts.sink_count = 2087
cts_resized = 0

[critical_path]
rrSetupSlack_ns = 10.25
crit_chain = "buf_4 -> and4b_1 -> buf_4 -> and2_2 -> buf_4 -> a2111oi_1 -> buf_4 -> nand3_1 -> or4_1 -> o32a_1 -> clkdlybuf4s50_1"
slowest_delay_ns = 0.60
crit_slowest_cell = "dfrtp_4"
r2r.worst_path.cells = 7
crit_top_cell = "buf_4"
crit_fanout = 29
arrival_ns = 6.02
cp-start-kind = "register"
worstPathRequired_ns = 12.24
criticalPathCategory = "register to output pin"
end_kind = "output pin"
r2r-start = "req_addr_ff.q[5]"
reg2reg_to = "regs.regs[61][19]"

[floorplan]
dieArea_um2 = 185500
die_x_um = 430.7
ios = 112
coreArea_um2 = 181700
rows = 156
die_y_um = 430.7
fp_util_pct = 50.57

[power_and_ir_drop]
p_leak_nw = 50.33
ir_drop_mv = 0.09030
p_per_area_nw_per_um2 = 112.7

[placement]
port_buffers = 110
gp_congestion = 0.9408
dpl.hpwl_mm = 216.3
placed_cells = 9078
pre_cts_slack_ns = 7.279

[final_timing]
skew_ns = 0.03023
finalClockPeriodUsage_pct = 59.34
rsz0062_at_grt = "no"
fin_hold_ws_ns = 0.4905
setup_tns_ns = 0
worst_slew_pin_slew_ns = 1.120
fmax_mhz = 110.1
finalWorstSetupSlack_ns = 6.221
hold_viol = 0
final_max_slew_viol_count = 0
finalSetupViolCount = 0
min_period_ns = 9.079
relSlewSlack_pct = 23.42

[synthesis]
synth-edff-count = 0
yosys.area.top_type = "dfrtp_1"
netlist_instances = 6811
yosysWarnings = 8
ys_types = 55
ys_ff = 2087
async_reset_ff_share_pct = 100.0
seq_area_frac_synth_pct = 56.83
ff_type = "dfrtp_1"
synth_area_um2 = 91900
area_leaders = "dfrtp_1 (57%), mux2_2 (25%), a22oi_1 (4.6%), clkbuf_1 (1.5%), nand3_1 (1.4%)"
synth_top_area_share_pct = 56.80
ys_cells = 6811
yosys_area_um2 = 91900
synth.avg_cell_area_um2 = 13.49

[hold_path]
hold_depth = 1
hold_end = "regs.regs[60][15]"
hold_class = "register to register"
hp-start = "regs.regs[60][15]"

[routing]
wirelength_mm = 335.9
drt_pre_antenna_iters = 9
drt-wirelength-per-cell_um = 35.41
ant_nets = 0
drc = 0
drtIter0Drc = 5134
vias = 62580
vias_per_cell = 6.598

[global_route]
track_usage_pct = 38.66
grt_pass1_vias = 62980
grt_first_pass_wirelength_mm = 477.1
grt_max_degree = 125
grt_overflow = 0
antenna_found_initial = 7

[status]
status = "completed"

[run]
maxCapViolCount = 0
warnings = 39
## cell families after synthesis
logic type,count (synthesis),share of synthesized area [%]
compound gates,922,7.901
mux,2118,25.91
flops,2087,56.83
simple gates,1119,6.828
xor+xnor,1,0.009532
buf+inv,564,2.523
## per-stage QoR
| stage | total power [W] | instance area (um^2) |
|---|---|---|
| 4_1_cts | 0.01167 | 103100 |
| 5_1_grt | 0.01191 | 103100 |
| 3_5_place_dp | 0.006412 | 95980 |
| 2_1_floorplan | 0.005943 | 91900 |
| 6_report | 0.01162 | 103100 |
| 3_3_place_gp | 0.006407 | 95980 |
## report_power, final
part | total, W | switching, W | internal, W
Sequential | 0.00556 | 0.0000192 | 0.00554
Combinational | 0.000769 | 0.000639 | 0.000130
Clock | 0.00529 | 0.00224 | 0.00305
Total | 0.0116 | 0.00290 | 0.00872
## Yosys cell counts, drive strengths merged, types with 2 or more instances
master,number
o32a,28
nor4bb,4
a22o,66
nand2,212
o22ai,13
clkbuf,360
a22oi,558
a21oi,36
nor3,8
and4b,6
nor2,146
inv,2
dfrtp,2086
mux2i,34
nor2b,4
a221o,10
buf,202
and2,58
nor4b,4
nand4,143
or4,18
nand3,257
a211oi,2
o2bb2ai,36
and4,27
a2111oi,58
a221oi,69
mux2,2084
and3,189
nand2b,5
a2bb2oi,23
nand4b,6
a222oi,14
and4bb,3
nor4,27
a31oi,5
## worst max path at each step
stage	startpoint	endpoint	slack (ns)
5_1_grt	req_addr_ff.q[5]	h_rdata[22]	6.16
4_1_cts	req_addr_ff.q[5]	h_rdata[25]	6.34
6_report	req_addr_ff.q[5]	h_rdata[22]	6.22
## area by class of cell
type,instances,area [um^2]
Antenna cell,10,25.02
Clock inverter,54,656.9
Timing Repair Buffer,380,3048
Sequential cell,2087,52230
Fill cell,14430,78600
Clock buffer,342,6460
Multi-Input combinational cell,4160,37630
Inverter,2,7.507
Tap cell,2449,3064
## per-layer routing
metal  part of all wire [%]  track usage, %  up-vias
met5                  0.023         0.05204        -
met4                    4.7           14.37       10
met3                     13           18.38      722
met2                     44           53.40     2905
met1                     39           55.39    33220
li1                       -               -    25720
## critical path, delay by kind of cell, from the launching register on
family,cells,cell delay [ns]
and+or+nand+nor,4,1.71
DFF,1,0.60
buffers and inverters,5,1.77
AOI/OAI and AO/OA,2,0.95
## state kept, by name, summed over array words and instances (netlist names)
register	cells
regs.regs	2048
req_size_ff.q	3
req_addr_ff.q	32
ctrl.fsm.state_flop.q	3
req_write_ff.q	1
Power is estimated from default activity; no workload was simulated.
