`design.v`:
```
module apb_register #(
    parameter int NumWords = 64,                 
    parameter logic[31:0] BaseAddr = 32'h0       
)(
    input logic p_clk,
    input logic p_reset_n,
    input logic[31:0] p_addr,
    input logic p_sel,
    input logic p_enable,
    input logic p_write,
    input logic[31:0] p_wdata,
    output logic[31:0] p_rdata,
    output logic p_ready,
    output logic p_slverr
);
    localparam AddrWidth = $clog2(NumWords * 4);
    logic[31:0] regs[NumWords];
    logic[31:AddrWidth] addr_tag;
    logic[AddrWidth-1:2] word_offset;
    logic[1:0] byte_offset;
    logic addr_valid, addr_in_range, addr_aligned;
    logic write_en, read_en;
    always_ff @(posedge p_clk or negedge p_reset_n) begin
        if (~p_reset_n) begin
            for (int i = 0; i < NumWords; i++)
                regs[i] <= '0;
        end
        else begin
            if (write_en & addr_valid)
                regs[word_offset] <= p_wdata;
        end
    end
    assign p_rdata = (read_en & addr_valid) ? regs[word_offset] : '0;
    assign {addr_tag, word_offset, byte_offset} = p_addr;
    assign addr_in_range = (addr_tag == BaseAddr[31:AddrWidth]);
    assign addr_aligned = (byte_offset == '0);
    assign addr_valid = addr_in_range & addr_aligned;
    assign write_en = p_sel & p_enable & p_write;
    assign read_en = p_sel & p_enable & ~p_write;
    assign p_ready = p_sel & p_enable;
    assign p_slverr = p_sel & p_enable & ~addr_valid;
endmodule
```
`run.sh`:
```
#!/bin/bash
# OpenROAD 26Q1-2900-gdf79404cd8, Yosys 0.63+post, stock flow scripts
make -C /OpenROAD-flow-scripts/flow DESIGN_CONFIG=/design/flow/config.mk WORK_HOME=/design/flow/orfs finish
```
`config.mk`:
```
export PLATFORM = sky130hd
export DESIGN_NAME = apb_register
export DESIGN_NICKNAME = apb_register
export VERILOG_FILES = /design/flow/design.v
export SDC_FILE = /design/flow/constraint.sdc
export NUM_CORES = 4
export LEC_CHECK = 1
export CORE_UTILIZATION = 40
```
`constraint.sdc`:
```
current_design apb_register

set clk_period 7.8
set clk_io_pct 0.2

create_clock -name clk0 -period $clk_period [get_ports {p_clk}]

set non_clock_inputs [all_inputs -no_clocks]
set_input_delay [expr $clk_period * $clk_io_pct] -clock clk0 $non_clock_inputs
set_output_delay [expr $clk_period * $clk_io_pct] -clock clk0 [all_outputs]
```
==> flow_metrics.env <==
# physical design summary
export IMPL_p_leak_nw=53.1
export IMPL_worst_path_max_fanout=46
export IMPL_postCtsSetupBuffers=0
export IMPL_rows=174
export IMPL_largest_register_ffs=2048
export IMPL_cts_sinks=2048
export IMPL_vias=65700
export IMPL_worstPathArrival_ns=6.01
export IMPL_ys_flops=2048
export IMPL_cts_resized=0
export IMPL_r2r_slack_ns=6.90
export IMPL_worstSkewPairLatency_ns=0.89
export IMPL_flop_cell="dfrtp_1"
export IMPL_maxSlewViolCount=0
export IMPL_cts_buffer_depth=3
export IMPL_p_per_area_nw_per_um2=213
export IMPL_hp_class="reg2reg"
export IMPL_cts_buffers=215
export IMPL_worstReg2RegStart="regs[31][16]$_DFFE_PN0P_"
export IMPL_drt_total_wl_um=423000
export IMPL_wl_per_cell_um=42.9
export IMPL_place_congestion=1.03
export IMPL_setup_viol=0
export IMPL_total_power_mw=22.0
export IMPL_switching_share=0.236
export IMPL_top_cells_by_count="dfrtp_1, mux2_1, mux2_2"
export IMPL_status="finished, final reports clean"
export IMPL_fillers=19400
export IMPL_grt_remaining_overflow=0
export IMPL_clock_power_share=0.481
export IMPL_final_cells=9841
export IMPL_rsz0062_at_grt="no"
export IMPL_synth_area_leader_cell="dfrtp_1"
export IMPL_period_minus_slack_ns=7.57
export IMPL_start_kind="input pin"
export IMPL_io_pins=103
export IMPL_syn_inst=6603
export IMPL_tns_ns=0
export IMPL_synth_area_um2=90300
export IMPL_hold_violations=0
export IMPL_core_area_um2=225000
export IMPL_min_path_cells=1
export IMPL_yosysCellCount=6603
export IMPL_clk_pin_slew_ns=0.06
export IMPL_intPower_mw=16.8
export IMPL_openroad_warnings=66
export IMPL_grt_pass1_vias=65700
export IMPL_cts_tree="done"
export IMPL_io_buffers=102
export IMPL_skew_ns=0
export IMPL_synth_cell_type_count=78
export IMPL_required_ns=6.24
export IMPL_endpoint_kind="primary output"
export IMPL_endpoint="p_rdata[26]"
export IMPL_worst_pin_slew_ns=1.39
export IMPL_drive_gt1_frac=0.286
export IMPL_worstSetupStartpoint="p_addr[4]"
export IMPL_fin_util=0.461
export IMPL_fp_dieW_um=477
export IMPL_cap_violations=0
export IMPL_fp_dieH_um=477
export IMPL_grt_usage=0.389
export IMPL_edf_count=0
export IMPL_via_per_inst=6.68
export IMPL_grt_max_degree=134
export IMPL_dieArea_um2=228000
export IMPL_clockRootBuffer="clkbuf_16"
export IMPL_dp_cells=9405
export IMPL_ys_area_um2=90300
export IMPL_htreeDepth=4
export IMPL_yosysWarnings=2
export IMPL_synth_top_area_share=0.567
export IMPL_drtAntennaViolNets=0
export IMPL_maxSlewHeadroom=0.0649
export IMPL_worst_setup_path_type="in2out"
export IMPL_top_regs="regs: 2048 flops"
export IMPL_holdBufCountCts=0
export IMPL_drtIter0Drc=5683
export IMPL_finalCritPeriodShare=0.970
export IMPL_area_growth_pct=14.7
export IMPL_initCoreUtil=0.402
export IMPL_most_common_cell="dfrtp_1"
export IMPL_antenna_found_initial=37
export IMPL_area_leaders="dfrtp_1, mux2_1, mux2_2, a22oi_1, buf_2"
export IMPL_place_hpwl_um=250000
export IMPL_syn_area_per_cell_um2=13.7
export IMPL_vdd_ir_drop_max_v=0.000239
export IMPL_ys_seq_frac=0.567
export IMPL_p_comb_frac=0.037
export IMPL_top_register="regs"
export IMPL_async_flop_share=1.00
export IMPL_switchingPower_mw=5.20
export IMPL_timing_fmax_ghz=0.132
export IMPL_r2r_end="regs[31][16]$_DFFE_PN0P_"
export IMPL_drt_pass1_iterations=6
export IMPL_reg2reg_depth=1
export IMPL_grt_pass1_wl_um=573000
export IMPL_p_seq_frac=0.482
export IMPL_drc=0
## cells in the final DEF, fill, tap and decap left out, drive strengths merged, types with 5 or more instances in the layout
master	n
a2111oi	49
a21oi	66
a221oi	23
a222oi	11
a22o	49
a22oi	696
a2bb2oi	8
a31oi	19
a32oi	25
and3	137
and4	8
and4b	5
buf	414
bufinv	8
clkbuf	343
clkdlybuf4s50	63
clkinv	44
dfrtp	2048
diode	36
inv	5
mux2	2076
mux2i	65
nand2	139
nand3	73
nand4	129
nor2	59
nor2b	6
nor3	61
nor4	69
nor4b	6
nor4bb	8
o21ai	35
o2bb2ai	7
or4	8
## stage by stage
stage	cell area (um2)	hold WS, ns	setup slack, ns
5_1_grt	104000	0.491	0.313
6_report	104000	0.483	0.231
3_5_place_dp	96100	0.473	0.382
2_1_floorplan	90300	0.456	2.95
4_1_cts	104000	0.486	0.381
3_3_place_gp	96100	0.465	0.355
## kinds of logic (layout without fill, tap and decap cells)
family	count (synthesis)	count (layout)	synth area share
and+or+nand+nor	730	730	0.0482
DFF	2048	2048	0.567
AOI/OAI and AO/OA	1016	1016	0.0847
muxes	2141	2141	0.266
buffers and inverters	668	878	0.0338
other	0	36	0
## cell type report
class	count	area [um2]	area share
diodes	36	90.1	0.000870
multi-input cells	3887	36900	0.357
repair buffers	477	4190	0.0405
clock inverters	57	726	0.00700
well taps	2992	3740	0.0361
inverters	1	3.75	0.0000362
clock buffers	343	6650	0.0642
flip-flops and latches	2048	51200	0.495
## layer usage
metal | GRT usage | share of wire | vias up | routed length, um
met4 | 0.243 | 0.080 | 65 | 33800
li1 | - | - | 25000 | -
met5 | 0.0132 | 0.0022 | - | 921
met3 | 0.270 | 0.17 | 1580 | 70500
met2 | 0.510 | 0.41 | 4695 | 172000
met1 | 0.464 | 0.34 | 34400 | 146000
## worst max-delay path, cell delays in order
cell,delay (ns)
buf_4,0.58
nand4bb_1,1.01
nor2_4,0.71
buf_4,0.59
a22oi_1,0.16
nand3_1,0.16
nor2_1,0.09
a31oi_1,0.42
clkdlybuf4s50_1,0.56
## how the worst min path moves through the flow
stage	start	to	slack [ns]
after CTS	regs[7][23]$_DFFE_PN0P_	regs[7][23]$_DFFE_PN0P_	0.49
after global routing	regs[24][20]$_DFFE_PN0P_	regs[24][20]$_DFFE_PN0P_	0.49
final	regs[39][26]$_DFFE_PN0P_	regs[39][26]$_DFFE_PN0P_	0.48
## power groups by stage
stage | Sequential, mW | Clock (mW) | Combinational, mW
after CTS | 10.6 | 10.7 | 0.785
final | 10.6 | 10.6 | 0.806
after global routing | 10.6 | 11.1 | 0.835
Power and IR drop assume default switching activity.
